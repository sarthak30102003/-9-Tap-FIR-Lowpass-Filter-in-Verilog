**flow/config.mk**
```make
export PLATFORM = sky130hd
export DESIGN_NAME = fir
export DESIGN_NICKNAME = fir
export VERILOG_FILES = /design/flow/design.v
export SDC_FILE = /design/flow/constraint.sdc
export NUM_CORES = 4
export LEC_CHECK = 1
export CORE_UTILIZATION = 30
```
**flow/constraint.sdc**
```tcl
current_design fir

set clk_period 13.0
set clk_io_pct 0.2

create_clock -name clk0 -period $clk_period [get_ports {clk}]

set non_clock_inputs [all_inputs -no_clocks]
set_input_delay [expr $clk_period * $clk_io_pct] -clock clk0 $non_clock_inputs
set_output_delay [expr $clk_period * $clk_io_pct] -clock clk0 [all_outputs]
```
**flow/design.v**
```verilog
`timescale 1ns / 10ps
module fir(
    input clk,                               
    input signed [15:0] noisy_signal,        
    output signed [15:0] filtered_signal     
);
    integer i, j;
    reg signed [15:0] coeff [0:8];
    initial begin
        coeff[0] = 16'h04F6;
        coeff[1] = 16'h0AE4;
        coeff[2] = 16'h1089;
        coeff[3] = 16'h1496;
        coeff[4] = 16'h160F;
        coeff[5] = 16'h1469;
        coeff[6] = 16'h1089;
        coeff[7] = 16'h0AE4;
        coeff[8] = 16'h04F6;
    end
    reg signed [15:0] delayed_signal [0:8];
    reg signed [31:0] prod  [0:8];
    reg signed [32:0] sum_0 [0:4];
    reg signed [33:0] sum_1 [0:2];
    reg signed [34:0] sum_2 [0:1];
    reg signed [35:0] sum_3;
    always @(posedge clk) begin
        delayed_signal[0] <= noisy_signal;
        for (i = 1; i <= 8; i = i + 1) begin
            delayed_signal[i] <= delayed_signal[i - 1];
        end
    end
    always @(posedge clk) begin
        for (j = 0; j <= 8; j = j + 1) begin
            prod[j] <= delayed_signal[j] * coeff[j];
        end
    end
    always @(posedge clk) begin
        sum_0[0] <= prod[0] + prod[1];
        sum_0[1] <= prod[2] + prod[3];
        sum_0[2] <= prod[4] + prod[5];
        sum_0[3] <= prod[6] + prod[7];
        sum_0[4] <= prod[8];
    end
    always @(posedge clk) begin
        sum_1[0] <= sum_0[0] + sum_0[1];
        sum_1[1] <= sum_0[2] + sum_0[3];
        sum_1[2] <= sum_0[4];
    end
    always @(posedge clk) begin
        sum_2[0] <= sum_1[0] + sum_1[1];
        sum_2[1] <= sum_1[2];
    end
    always @(posedge clk) begin
        sum_3 <= sum_2[0] + sum_2[1];
    end
    assign filtered_signal = $signed(sum_3[35:14]);
endmodule
```
**flow/run.sh**
```bash
#!/bin/bash
# OpenROAD 26Q1-2900-gdf79404cd8, Yosys 0.63+post, stock flow scripts
make -C /OpenROAD-flow-scripts/flow DESIGN_CONFIG=/design/flow/config.mk WORK_HOME=/design/flow/orfs finish
```
==> flow_metrics.py <==
# Generated from Yosys and OpenROAD reports
metrics = {
    "global_route": {
        "grt_max_degree": 39,
        "antenna_found_initial": 7,
        "grt_pass1_wl_um": 196000,
        "overflow": 0,
        "grt_pass1_vias": 38700,
        "grtUsageTotal_pct": 12.6,
    },
    "clock_network": {
        "clock_latency_ns": 0.64,
        "cts_buffers": 79,
        "cts_hold_buf": 0,
        "path_clk_slew_ns": 0.06,
        "cts_resized": 0,
        "post_cts_buffers": 0,
        "cts_tree": "yes",
        "cts-root-buf": "clkbuf_16",
        "htree_levels": 3,
        "cts_buffer_depth": 3,
        "clock-sinks": 695,
    },
    "yosys": {
        "synthesis.area_sq_um": 58400,
        "synth_warnings": 6,
        "ff_type": "dfxtp_1",
        "syn_avg_cell_area_sq_um": 9.98,
        "yosysCellCount": 5853,
        "ys_seq_share_pct": 23.8,
        "async_flop_share_pct": 0,
        "ys_ff": 695,
        "synth_top_cell_by_area": "ha_1",
        "synth-edff-count": 0,
        "yosysChipArea_sq_um": 58400,
        "top_cell_area_share_pct": 26.3,
        "topCellsByArea": "ha_1 (26%), dfxtp_1 (24%), fa_1 (17%)",
        "synthCells": 5853,
        "synth_cell_types": 91,
    },
    "floorplan": {
        "io_pins": 33,
        "fp-utilization_pct": 30.3,
        "die_area_sq_um": 197000,
        "num_rows": 161,
        "dieHeight_um": 443,
        "core_sq_um": 193000,
        "chipWidth_um": 443,
    },
    "setup_path": {
        "worstSetupStartpointType": "flip-flop",
        "cp_max_fo": 6,
        "cp_common_cell": "fa_1",
        "crit_path_end_kind": "flip-flop",
        "cp_slowest_cell": "fa_1",
        "worst-path-buf-inv": 4,
        "worst_path_largest_cell_delay_ns": 0.55,
        "path_delay_family": "adder cells",
        "crit_cells": 20,
        "cp.arrival_ns": 6.51,
        "worst-setup-path-type": "flip-flop to flip-flop",
        "crit_path_cell_trace": "inv_1, fa_1, inv_1, fa_1, ha_1, inv_1, fa_1, inv_1, fa_1, fa_1, ha_1, a21o_1, a221o_1, and2_1, a31oi_2, o21ai_1, a311o_1, a21oi_1, nor2b_1, nor3b_1",
        "cp.required_ns": 13.55,
        "reg2regPathDepth": 20,
    },
    "final_timing": {
        "worst_slew_pin_slew_ns": 0.824,
        "layout_min_cycle_time_ns": 5.96,
        "clock.fmax_mhz": 168,
        "finalSetupTns_ns": 0,
        "finalCritPeriodShare_pct": 45.9,
        "slew_headroom_pct": 43.7,
        "finalClockSkew_ns": 0.0233,
        "rsz0062_at_grt": "no",
        "hold_viol": 0,
        "slew_violations": 0,
        "hold_ws_ns": 0.321,
        "finalSetupViolations": 0,
    },
    "drt": {
        "antennaDiodeCount": 0,
        "wl_um": 116000,
        "first_pass_iters": 5,
        "drc": 0,
        "drt_iter0_drc": 1593,
        "wl_per_cell_um": 13.6,
        "via_count": 38300,
        "avgViaCountPerCell": 4.49,
        "ant_nets": 0,
    },
    "finish": {
        "drive_gt1_share_pct": 3.36,
        "final_cell_area_sq_um": 64500,
        "final.fill_count": 19200,
        "area_growth_pct": 10.4,
    },
    "placed_design": {
        "io_buffer_count": 32,
        "gp_congestion": 0.906,
        "dpl-instance-area_sq_um": 61900,
        "dp.final_hpwl_um": 95600,
    },
    "job": {
        "warnings": 93,
        "max-cap-violations": 0,
    },
    "worst_hold_path": {
        "min_path_cells": 0,
        "hold_path.class": "flip-flop to flip-flop",
    },
    "run_status": {
        "outcome": "finished clean",
    },
}
## registers in the layout (all words and copies together), names as in the netlist
signal,flops
sum_1,88
sum_2,58
delayed_signal,144
prod,245
sum_0,144
sum_3,16
## cells in the mapped netlist (5+ instances only)
master	instances
ha_1	1227
inv_1	1096
dfxtp_1	695
fa_1	503
a21oi_1	351
xnor2_1	341
nor2_1	244
a21o_1	187
nand2_1	166
o21ai_0	128
xor2_1	119
nand3_1	58
o21a_1	54
nor3_1	49
o21ai_1	49
o21bai_1	48
a211oi_1	42
nand2b_1	36
and3_1	35
nor2b_1	35
a31oi_1	32
nand4_1	28
clkbuf_1	27
and2_1	20
mux2i_1	19
mux2_2	18
or3_1	18
o31ai_1	16
a211o_1	15
or2_2	15
a2111oi_0	14
o211ai_1	13
o31a_1	8
a21boi_0	7
a31o_2	7
a41oi_1	7
a31o_1	6
nor4b_1	6
a32oi_1	5
nand3b_1	5
o311ai_1	5
o41ai_1	5
## placed cells by master, fill, tap and decap left out, types with 8 or more instances in the layout
cell / count
clkinvlp_4: 9
clkbuf_1: 15
a211oi_1: 42
o21a_1: 54
a21oi_1: 351
clkinv_2: 9
clkbuf_16: 81
o31ai_1: 16
nand4_1: 28
xor2_1: 119
nand2b_1: 36
nor3_1: 49
o21bai_1: 48
o21ai_0: 128
a21o_1: 187
o211ai_1: 13
dfxtp_1: 695
a31oi_1: 32
mux2i_1: 19
nor2b_1: 35
nand3_1: 58
a211o_1: 15
clkbuf_8: 8
inv_1: 1096
and2_1: 20
clkdlybuf4s50_1: 32
fa_1: 503
nor2_1: 244
nand2_1: 166
ha_1: 1227
mux2_2: 18
xnor2_1: 341
o31a_1: 8
or2_2: 15
and3_1: 35
a2111oi_0: 14
o21ai_1: 49
or3_1: 18
buf_4: 11
## worst paths after layout
| check | slack, ns | start | end |
|---|---|---|---|
| min reg2reg | 0.32 | prod[8][7]$_DFF_P_ | sum_0[4][7]$_DFF_P_ |
| max | 7.04 | delayed_signal[0][5]$_DFF_P_ | prod[0][29]$_DFF_P_ |
| min | 0.32 | prod[8][7]$_DFF_P_ | sum_0[4][7]$_DFF_P_ |
| max reg2reg | 7.04 | delayed_signal[0][5]$_DFF_P_ | prod[0][29]$_DFF_P_ |
## cell families after synthesis
group	synth area share [%]
fa+ha+maj	43.5
simple gates	6.16
xor+xnor	6.90
buf+inv	7.26
mux	0.672
flops	23.8
compound gates	11.7
## stage by stage
stage,util (%),worst slack (ns),cells
4_1_cts,33.4,7.04,8530
3_3_place_gp,32.1,7.02,8391
6_report,33.4,7.04,8530
2_1_floorplan,-,7.42,5853
5_1_grt,33.4,6.74,8530
3_5_place_dp,32.1,7.08,8391
## layout make-up
| class | count | area, sq um | area share [%] |
|---|---|---|---|
| timing repair buffer | 43 | 403 | 0.625 |
| sequential | 695 | 13900 | 21.6 |
| tap | 2526 | 3160 | 4.90 |
| inverter | 1097 | 4120 | 6.39 |
| clock inverter | 35 | 425 | 0.660 |
| clock buffer | 104 | 2190 | 3.40 |
| multi-input combinational | 4030 | 40300 | 62.5 |
## metal layers
| layer | global-route usage (%) | part of all wire (%) | vias up |
|---|---|---|---|
| li1 | - | - | 19700 |
| met1 | 17.8 | 47 | 17900 |
| met2 | 20.1 | 45 | 555 |
| met3 | 2.99 | 5.6 | 139 |
| met4 | 2.18 | 2.1 | 0 |
| met5 | 0 | 0 | - |
